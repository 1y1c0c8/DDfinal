===== design/flow/config.mk =====
export PLATFORM = sky130hd
export DESIGN_NAME = score_and_time
export DESIGN_NICKNAME = score_and_time
export VERILOG_FILES = /design/flow/design.v
export SDC_FILE = /design/flow/constraint.sdc
export NUM_CORES = 4
export LEC_CHECK = 1
export CORE_AREA = 10 10 70 70
export DIE_AREA = 0 0 80 80

===== design/flow/constraint.sdc =====
current_design score_and_time

set clk_period 2.0
set clk_io_pct 0.2

create_clock -name clk0 -period $clk_period [get_ports {correct}]

set non_clock_inputs [all_inputs -no_clocks]
set_input_delay [expr $clk_period * $clk_io_pct] -clock clk0 $non_clock_inputs
set_output_delay [expr $clk_period * $clk_io_pct] -clock clk0 [all_outputs]

===== design/flow/design.v =====
module score(clock, reset, score, score10, right);
	input reset, clock, right;
	output reg[3:0] score, score10;
	always@( negedge reset or posedge right)
	begin
		if(!reset)
		begin
			score <= 4'd0;
			score10 <= 4'd0;
		end
		else if(right)
			begin
				if(score == 4'd9)
				begin
					score10 <= score10 + 4'd1;
					score <= 4'd0;
				end
				else
					score <= score + 4'd1;
			end
	end
endmodule
module score_and_time(clock, reset, out, out10, scoreOut, score10Out, correct);
	input clock, reset;
	output wire [6:0] out, out10, scoreOut, score10Out;
	wire clk_div, start, finish;
	wire [3:0] count, count10, score, score10;
	clk_div u_FreqDiv(.clk(clock), .rst(reset), .div_clk(clk_div));
	input correct;
	score u_Score(.reset(reset), .score(score), .score10(score10), .right(correct), .clock(clock));
	seven u_Seven3(.count(score), .out(scoreOut));
	seven u_Seven4(.count(score10), .out(score10Out));
endmodule
module clk_div(clk, rst, div_clk);
	input clk, rst;
	output reg div_clk;
	reg [31:0] count;
	always@(posedge clk)
	begin
		if(!rst)
		begin
			count <= 32'd0;
			div_clk <= 1'b0;
		end
		else
		begin
			if (count == 32'd25000000)
			begin
				count <= 32'd0;
				div_clk <= ~div_clk;
			end
			else
				count <= count + 32'd1;
		end	
	end
endmodule
module seven (count, out);
	input[3:0] count;
	output reg [6:0] out;
	always@(*)
	begin
	case(count)
		0: out = 7'b1000000;
		1: out = 7'b1111001;
		2: out = 7'b0100100;
		3: out = 7'b0110000;
		4: out = 7'b0011001;
		5: out = 7'b0010010;
		6: out = 7'b0000010;
		7: out = 7'b1111000;
		8: out = 7'b0000000;
		9: out = 7'b0010000;
		default: out = 7'b000000;
	endcase
end
endmodule
module counter(clk, reset, count, count10, start, finish);
	input clk, reset;
	output reg [3:0] count, count10;
	output reg start, finish;
	always@(posedge clk or negedge reset)
	begin
		if(!reset)
		begin
			count <= 4'd3;
			count10 <= 4'd0;
		start <= 1'b0;
		finish <= 1'b0;
	end
	else if(finish == 1'b0)
	begin
		if(count == 4'd0)
			begin
			if(start == 1'b1)
				begin
				if(count10 == 4'd0)
					finish <= 1'b1;
				else
					begin
					count <= 4'd9;
					count10 <= count10 - 4'b001;
					end
				end
			else
				begin
					count <= 4'd0;
					count10 <= 4'd6;
					start = 1'b1;
				end
			end
		else
			count <= count - 4'b001;
	end
end
endmodule

===== design/flow/run.sh =====
#!/bin/bash
# OpenROAD 26Q1-2900-gdf79404cd8, Yosys 0.63+post, stock flow scripts
make -C /OpenROAD-flow-scripts/flow DESIGN_CONFIG=/design/flow/config.mk WORK_HOME=/design/flow/orfs finish

==> results.tsv <==
metric	value	unit
drt_iter0_markers	6	
r2r-start	u_Score.score[0]	
edf_count	0	
pwr-share-comb	2.1	%
startpoint_type	flip-flop	
hold_slack	0.426	ns
p_leak	0.000563	uW
cp_cell_sequence	buf_4, buf_4, ha_1, a21oi_1, nor2_1, dlygate4sd2_1	
end_kind	output port	
n_fill_cell	349	
dr_total_vias	623	
n_antenna_cell	0	
stdcell_area	0.00116	sq mm
critPathBufInv	3	
dpl.hpwl	1240	um
fmax	515	MHz
place_worst_setup_slack	0.0368	ns
seq_power_share	56.8	%
r2r-end	u_Score.score10[3]	
fp.dieH	80	um
totalWireLength	1600	um
drv_slew	0	
yosysTopAreaCellShare	25.5	%
areaGrowthSynthToFinish	47.7	%
routedWlPerCell	9.83	um
avgSynthCellArea	8.72	sq um
grt_max_degree	14	
clockBufferDepth	2	
async_reset_ff_share	100	%
finalNonFillerCells	163	
ys_cells	90	
dieArea	0.00640	sq mm
hold_viol	0	
period_used_share	97.0	%
first_pass_iters	4	
final_antenna_net_count	0	
via_per_inst	3.82	
rows	21	
cts_tree	done	
dpl_cell_area	956	sq um
worstPathArrival	1.54	ns
clk_latency	0.24	ns
worstPathRequired	1.60	ns
fin_worst_skew	0.00384	ns
path_class	reg -> out	
yosys.stat.seqShare	25.5	%
warnings	37	
max_stage_delay	0.39	ns
worst_path_max_delay_cell	dfrtp_1	
p_per_area	246	mW/mm^2
synthMostInstantiatedCell	buf_4	
ff_latch_area	204	sq um
grt_overflow_total	0	
syn-instance-count	90	
p_switching	53.2	uW
yosys_area	785	sq um
rr_worst_depth	5	
cp_max_fo	3	
status	complete, no violations	
ys.flop_type	dfrtp_1	
syn_area	785	sq um
numSynthFlops	8	
synthDistinctLibCells	29	
initCoreUtil	23.0	%
yosys_warnings	17	
p_int	232	uW
cpMostUsedCell	buf_4	
clkPwrFrac	41.1	%
grt_pass1_wl	2660	um
track_usage	4.94	%
gp_congestion	0.810	
path_delay_family	buffers and inverters	
antenna_found_initial	0	
postLayoutCoreUtil	33.9	%
fin_crit	1.94	ns
numPortBuffers	15	
cts_made_buffers	3	
cap_violations	0	
rsz0062_at_grt	yes	
ios	31	
grt_pass1_vias	584	
yosysTopAreaCell	dfrtp_1	
fin_ws	0.0595	ns
root_buffer	clkbuf_4	
route.detailed.drc	0	
hp-class	in -> async	
clock_sinks	8	
setup_violations	0	
fp.coreArea	0.00342	sq mm
p_sw_share	18.6	%
clk_pin_slew	0.05	ns
ir_worst_vdd	0.000307	V
reg2reg_slack	0.55	ns
top_cells_by_count	buf_4, ha_1, nor2_1	
die_w	80	um
logic_area	588	sq um
ctsHtreeMaxLevel	1	
dpl.cell_count	152	
layout-drive-gt1-share	34.2	%
synthTopCellsByArea	dfrtp_1, ha_1, buf_4	
[final cells by class]
class                   count  share of cell area, %
multi-input cells          71                   50.8
repair buffers             30                   22.9
flip-flops and latches      8                   17.6
well taps                  46                   4.97
clock buffers               3                   1.94
inverters                   5                   1.84
[registers in the layout, indices dropped and copies added (netlist names)]
signal,flops
u_Score.score,4
u_Score.score10,4
[worst max path at each step]
| stage | slack (ns) | cells after the start | start | endpoint |
|---|---|---|---|---|
| 5_1_grt | -0.02 | 6 | u_Score.score10[1] | score10Out[5] |
| 4_1_cts | -0.0009 | 6 | u_Score.score[0] | scoreOut[5] |
| 6_report | 0.06 | 6 | u_Score.score10[1] | score10Out[5] |
[stage by stage]
stage | total power [uW] | setup TNS (ns)
3_3_place_gp | 173 | 0
6_report | 285 | 0
2_1_floorplan | 184 | 0
4_1_cts | 294 | -0.000880
3_5_place_dp | 172 | 0
5_1_grt | 301 | -0.0289
[cell usage in the layout (no fill, tap or decap), types with 2 or more instances in the layout]
master           netlist  routed
a211oi_1               3       2
buf_4                 15      13
buf_6                  1       2
clkbuf_4               0       3
clkdlybuf4s50_1        0       2
conb_1                 1      14
dfrtp_1                8       5
dfrtp_2                0       3
dlygate4sd2_1          0      10
dlymetal6s2s_1         0       3
ha_1                  11       5
ha_4                   0       6
inv_2                  0       3
mux2i_1                2       2
nand2_1                7       7
nor2_1                11      10
nor3b_2                0       3
o21ai_0                4       2
o21ai_1                1       3
xnor2_1                2       2
[power groups by stage]
| stage | combinational (uW) | sequential [uW] | clock, uW |
|---|---|---|---|
| after global routing | 8.21 | 162 | 131 |
| final | 6.06 | 162 | 117 |
| after CTS | 7.41 | 162 | 125 |
[worst reg2reg max path: stages, from the launching register on]
cell	delay [ns]
dfrtp_2	0.39
buf_4	0.14
ha_4	0.15
and3b_1	0.37
nand4_4	0.14
xnor2_2	0.15
[routing by layer]
| metal | track usage [%] | vias up | wire length (um) |
|---|---|---|---|
| li1 | - | 322 | - |
| met3 | 2.50 | 0 | 99 |
| met2 | 7.95 | 16 | 767 |
| met4 | 0.176 | 0 | 0 |
| met1 | 6.10 | 285 | 735 |
| met5 | 0 | - | 0 |
[logic make-up after synthesis]
group | after synthesis | share of synthesized area [%]
muxes | 2 | 2.55
and+or+nand+nor | 27 | 18.5
adders and majority gates | 11 | 17.5
DFF | 8 | 25.5
buffers and inverters | 24 | 19.9
xor gates and xnor gates | 4 | 5.42
AOI/OAI and AO/OA | 13 | 10.0
other | 1 | 0.478
[timing repair]
| action | 4_1_cts | 5_1_grt |
|---|---|---|
| setup endpoints to repair | 14 | 7 |
| buffers inserted | 5 | 3 |
| hold buffers | 0 | 0 |
| pin swaps | 4 | 1 |
| resized | 33 | 10 |
| endpoints found under the hold margin | 0 | 0 |
Power figures rest on the tool's default switching activity, not on a simulated workload.
