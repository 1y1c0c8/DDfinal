**design/flow/design.v**
```verilog
module DDfinal(
	input clk, 
	input left, 
	input right, 
	input reset,
	output reg [7:0] dot_row, 
	output [7:0] boss_dot_col,
	output [7:0] player_dot_col,
	output [6:0] t,
	output [6:0] time10,
	output [6:0] score,
	output [6:0] score10);
	reg clk_div;
	reg temp = 1;
	reg [31:0] clk_count=0;
	always@(posedge clk ) begin
		if (clk_count == 25000) begin 
			clk_count<=32'd0;
         clk_div <= ~clk_div;
      end
      else begin 
			clk_count <= clk_count + 32'd1;
      end
   end
	wire [1:0] boss_cur_state;
	wire [1:0] player_cur_state;
	wire correct;
	assign correct = boss_cur_state == player_cur_state ? 1 : 0;
	boss b(.clk(clk), .right(correct), .row_count(row_count), .dot_col(boss_dot_col), .cur_state(boss_cur_state), .reset(reset),.scoreout(score),.score10out(score10));
	player p(clk, left, right, row_count, player_dot_col, player_cur_state);
	reg [2:0] row_count=0;
	always@(posedge clk_div) begin
		row_count <= row_count + 1;
		case (row_count)
          3'd0: dot_row <= 8'b01111111;
          3'd1: dot_row <= 8'b10111111;
          3'd2: dot_row <= 8'b11011111;
          3'd3: dot_row <= 8'b11101111;
          3'd4: dot_row <= 8'b11110111;
          3'd5: dot_row <= 8'b11111011;
          3'd6: dot_row <= 8'b11111101;
          3'd7: dot_row <= 8'b11111110;
      endcase
	end
endmodule
module boss(clk,right,row_count,dot_col, cur_state, reset,scoreout, score10out);
    input clk;
    input right;  
	 input [2:0] row_count;
    output reg[7:0] dot_col=0;
	 input reset;
	output [6:0] scoreout, score10out;
	reg clk_div;
	wire start, finish;
	wire [3:0]  score_p, score10_p;
	 parameter [1:0] UP = 2'b11;   
    parameter [1:0] DOWN = 2'b00;  
    parameter [1:0] LEFTUP = 2'b10;  
    parameter [1:0] RIGHTUP = 2'b01;    
    reg [31:0] clk_count=0;
	 output reg[1:0] cur_state=RIGHTUP;
    reg [1:0] next_state=RIGHTUP;
    reg[31:0] rightcount=0;
   score u_Score(.reset(reset), .score(score_p), .score10(score10_p), .right(right), .clock(clk));
	seven_p u_Seven3(.count(score_p), .out(scoreout));
	seven_p u_Seven4(.count(score10_p), .out(score10out));
    always@(posedge clk ) 
        begin
        if (clk_count == 25000)
            begin 
                clk_count<=32'd0;
                clk_div <= ~clk_div;
            end
        else
        begin 
            clk_count <= clk_count + 32'd1;
        end
    end
	always@(posedge right)
	begin
		rightcount <= rightcount + 32'd1;
        case (cur_state)
            UP : begin
                if ( rightcount%4 < 3 )
                    next_state = RIGHTUP;
					 else
                    next_state = DOWN;
            end
            DOWN : begin
                if ( rightcount%4 < 2)
                    next_state = LEFTUP;
					 else 
						  next_state = RIGHTUP;
				end
				RIGHTUP : begin
                if ( rightcount%4 == 0)
					     next_state = UP;
					 else
						  next_state = LEFTUP;
			   end
				LEFTUP : begin
                if ( rightcount%4 <= 2  )
					     next_state = DOWN;
					 else begin
                    next_state = UP;
            end
		  end
        endcase
	end
	always@(next_state) begin
		cur_state <= next_state;
	end
	 always@ (row_count or cur_state) begin
			if ( cur_state == UP) begin
            case (row_count)
               3'd0: dot_col <= 8'b00000000;
               3'd1: dot_col <= 8'b10011001;
               3'd2: dot_col <= 8'b10011001;
               3'd3: dot_col <= 8'b11111111;
               3'd4: dot_col <= 8'b00011000;
               3'd5: dot_col <= 8'b00111100;
               3'd6: dot_col <= 8'b00100100;
               3'd7: dot_col <= 8'b00100100;
            endcase			 
			end
         else if (cur_state == DOWN) begin
            case (row_count)
               3'd0: dot_col <= 8'b00000000;
               3'd1: dot_col <= 8'b00011000;
               3'd2: dot_col <= 8'b00011000;
               3'd3: dot_col <= 8'b11111111;
               3'd4: dot_col <= 8'b10011001;
               3'd5: dot_col <= 8'b10111101;
               3'd6: dot_col <= 8'b00100100;
               3'd7: dot_col <= 8'b00100100;
            endcase
         end
         else if (cur_state == LEFTUP) begin
            case (row_count)
					3'd0: dot_col <= 8'b00000000;
               3'd1: dot_col <= 8'b10011000;
               3'd2: dot_col <= 8'b10011000;
               3'd3: dot_col <= 8'b11111111;
               3'd4: dot_col <= 8'b00011001;
               3'd5: dot_col <= 8'b00111101;
               3'd6: dot_col <= 8'b00100100;
               3'd7: dot_col <= 8'b00100100;
            endcase
         end
         else if (cur_state == RIGHTUP) begin
            case (row_count)
               3'd0: dot_col <= 8'b00000000;
               3'd1: dot_col <= 8'b00011001;
               3'd2: dot_col <= 8'b00011001;
               3'd3: dot_col <= 8'b11111111;
               3'd4: dot_col <= 8'b10011000;
               3'd5: dot_col <= 8'b10111100;
               3'd6: dot_col <= 8'b00100100;
               3'd7: dot_col <= 8'b00100100;
            endcase
         end
	end
endmodule
module seven_p (count, out);
	input[3:0] count;
	output reg [6:0] out;
	always@(*)
	begin
	case(count)
		0: out = 7'b1000000;
		1: out = 7'b1111001;
		2: out = 7'b0100100;
		3: out = 7'b0110000;
		4: out = 7'b0011001;
		5: out = 7'b0010010;
		6: out = 7'b0000010;
		7: out = 7'b1111000;
		8: out = 7'b0000000;
		9: out = 7'b0010000;
		default: out = 7'b000000;
	endcase
end
endmodule
module player(clock,button_left,button_right,row_count,dot_col, cur_state);
    input clock;
    input button_left,button_right;
	 input [2:0] row_count;
    output reg [7:0]dot_col=0;
	 output [1:0] cur_state;
     wire [1:0]player_state;
    parameter S0=2'b00; 
    parameter S1=2'b01; 
    parameter S2=2'b10; 
    parameter S3=2'b11; 
	 assign player_state = {button_left, button_right};
	 assign cur_state = player_state;
    always@(player_state or row_count)begin
        if(player_state==S0)begin
				case(row_count)
            3'd0: dot_col <= 8'b00000000;
            3'd1: dot_col <= 8'b00011000;
            3'd2: dot_col <= 8'b00011000;
            3'd3: dot_col <= 8'b11111111;
            3'd4: dot_col <= 8'b10011001;
            3'd5: dot_col <= 8'b10111101;
            3'd6: dot_col <= 8'b00100100;
            3'd7: dot_col <= 8'b00100100;
            endcase
				end
        if(player_state==S1)begin
				case(row_count)
            3'd0: dot_col <= 8'b00000000;
            3'd1: dot_col <= 8'b00011001;
            3'd2: dot_col <= 8'b00011001;
            3'd3: dot_col <= 8'b11111111;
            3'd4: dot_col <= 8'b10011000;
            3'd5: dot_col <= 8'b10111100;
            3'd6: dot_col <= 8'b00100100;
            3'd7: dot_col <= 8'b00100100;
            endcase
				end
        if(player_state==S2)begin
				case(row_count)
            3'd0: dot_col <= 8'b00000000;
            3'd1: dot_col <= 8'b10011000;
            3'd2: dot_col <= 8'b10011000;
            3'd3: dot_col <= 8'b11111111;
            3'd4: dot_col <= 8'b00011001;
            3'd5: dot_col <= 8'b00111101;
            3'd6: dot_col <= 8'b00100100;
            3'd7: dot_col <= 8'b00100100;
				endcase
            end
        if(player_state==S3)begin
				case(row_count)
            3'd0: dot_col <= 8'b00000000;
            3'd1: dot_col <= 8'b10011001;
            3'd2: dot_col <= 8'b10011001;
            3'd3: dot_col <= 8'b11111111;
            3'd4: dot_col <= 8'b00011000;
            3'd5: dot_col <= 8'b00111100;
            3'd6: dot_col <= 8'b00100100;
            3'd7: dot_col <= 8'b00100100;
				endcase
            end
    end
endmodule
module clk_div_p(clk,div_clk);
input clk;
output reg div_clk=0;
reg [31:0] count=0;
always@(posedge clk)begin
        if (count == 32'd2500)
        begin
            count <= 32'd0;
            div_clk <= ~div_clk;
        end
        else
        begin
            count <= count + 32'd1;
        end
end
endmodule
module score(clock, reset, score, score10, right);
	input reset, clock, right;
	output reg[3:0] score, score10;
	always@( negedge reset or posedge right)
	begin
		if(!reset)
		begin
			score <= 4'd0;
			score10 <= 4'd0;
		end
		else if(right)
			begin
				if(score == 4'd9)
				begin
					score10 <= score10 + 4'd1;
					score <= 4'd0;
				end
				else
					score <= score + 4'd1;
			end
	end
endmodule
```
**design/flow/constraint.sdc**
```tcl
current_design DDfinal

set clk_period 5.1
set clk_io_pct 0.2

create_clock -name clk0 -period $clk_period [get_ports {clk}]

set non_clock_inputs [all_inputs -no_clocks]
set_input_delay [expr $clk_period * $clk_io_pct] -clock clk0 $non_clock_inputs
set_output_delay [expr $clk_period * $clk_io_pct] -clock clk0 [all_outputs]
```
**design/flow/run.sh**
```bash
#!/bin/bash
# OpenROAD 26Q1-2900-gdf79404cd8, Yosys 0.63+post, stock flow scripts
make -C /OpenROAD-flow-scripts/flow DESIGN_CONFIG=/design/flow/config.mk WORK_HOME=/design/flow/orfs finish
```
**design/flow/config.mk**
```make
export PLATFORM = sky130hd
export DESIGN_NAME = DDfinal
export DESIGN_NICKNAME = DDfinal
export VERILOG_FILES = /design/flow/design.v
export SDC_FILE = /design/flow/constraint.sdc
export NUM_CORES = 4
export LEC_CHECK = 1
export CORE_UTILIZATION = 50
```
==> flow_metrics.py <==
# Auto-generated metrics
metrics = {
    "power_and_ir_drop": {
        "power_density_nw_per_um2": 145,
        "p_seq_share_pct": 52.3,
        "pwr-share-comb_pct": 1.5,
        "p_int_mw": 0.405,
        "p_sw_mw": 0.0959,
        "switching_share_pct": 19.1,
        "p_leak_nw": 1.33,
        "max-vdd-ir-drop_uv": 202,
        "p_clk_share_pct": 46.2,
    },
    "timing": {
        "min_period_ns": 3.66,
        "finalClockSkew_ns": 0.00762,
        "fmax_mhz": 273,
        "finalCritPeriodShare_pct": 71.7,
        "tightest_slew_ns": 0.746,
        "fin_setup_tns_ns": 0,
        "finalSetupViolCount": 0,
        "hold_viol_final": 0,
        "slew_viol_final": 0,
        "rsz0062_at_grt": "false",
        "unclocked_pins": 33,
        "relSlewSlack_pct": 50.0,
        "untimed_endpoints": 69,
        "worst_hold_slack_ns": 0.474,
    },
    "clock_network": {
        "clk_path_buf_depth": 2,
        "cts_setup_buffers": 0,
        "root_buffer": "clkbuf_8",
        "path_clk_slew_ns": 0.06,
        "ctsHoldBuffers": 0,
        "clk-insertion-delay-late_ns": 0.28,
        "cts_resized": 0,
        "cts_tree": "built",
        "cts_made_buffers": 5,
        "htree_levels": 2,
    },
    "synthesis": {
        "yosys_area_sq_um": 2950,
        "most_common_cell": "dfxtp_1",
        "async_reset_ff_share_pct": 12.1,
        "avgSynthCellArea_sq_um": 9.41,
        "yosysTopAreaCellShare_pct": 31.9,
        "ys_top_cells_by_count": "47 x dfxtp_1, 32 x xnor2_1, 28 x nand2_1",
        "yosys_cells": 314,
        "synth_warnings": 19,
        "largest_area_cell": "dfxtp_1",
        "synth_area_sq_um": 2950,
        "synthCells": 314,
        "topCellsByArea": "dfxtp_1 32%, xnor2_1 9.5%, ha_1 8.0%",
        "ys.flop_type": "dfxtp_1",
        "ys_ff": 66,
        "edf_count": 1,
        "synthDistinctLibCells": 42,
    },
    "worst_setup_path": {
        "r2r_slack_ns": 3.28,
        "crit_slowest_cell": "clkdlybuf4s50_1",
        "cpMostUsedCell": "clkdlybuf4s50_1",
        "r2r-start": "clk_count[0]",
        "worst_setup_path_end_kind": "primary output",
        "critical_path_required_ns": 4.08,
        "crit_start": "left",
        "arrival_ns": 2.64,
        "cpPeakStageDelay_ns": 0.55,
        "critPathLaunchType": "input port",
        "path_cells": "clkdlybuf4s50_1 -> o21ai_0 -> o22ai_1 -> dlxtn_1 -> clkdlybuf4s50_1",
        "path_max_fanout": 4,
        "critPathKind": "in2out",
    },
    "flow_run": {
        "tool_warnings": 39,
        "cap_violations": 0,
    },
    "global_routing": {
        "antenna_found_initial": 0,
        "grt_max_degree": 14,
        "first_global_vias": 1714,
        "grt_pass1_wl_um": 7610,
        "grtUsageTotal_pct": 15.5,
        "grt-ovfl-total": 0,
    },
    "min_path": {
        "holdCritStartpoint": "clk_count[17]",
        "hold_class": "reg2reg",
    },
    "drt": {
        "drt_wl_total_um": 4570,
        "drtIter0Drc": 48,
        "vias_per_cell": 4.72,
        "first_pass_iters": 4,
        "antenna-diode-count": 0,
        "num_vias": 2015,
        "drc": 0,
        "post_drt_wl_per_cell_um": 10.7,
        "ant_nets": 0,
    },
    "floorplan": {
        "coreArea_sq_um": 5610,
        "floorplan.core_util_pct": 52.7,
        "rows": 27,
        "die-height_um": 78.9,
        "chip_area_sq_um": 6220,
        "die_width_um": 78.9,
        "io_pins": 56,
    },
    "placed_design": {
        "hpwlAfterDp_um": 3440,
        "dp_cells": 419,
        "gp_congestion": 0.817,
        "port_buffers": 41,
    },
    "status": {
        "status": "finished clean",
    },
    "finish": {
        "finalNonFillerCells": 427,
        "fillCellCount": 488,
        "drive_gt1_share_pct": 3.38,
        "final_core_utilization_pct": 61.4,
        "area_delta_synth_final_pct": 16.6,
    },
}
## routing by layer
metal / routed length, um / vias up / GRT usage (%)
li1: - / 1088 / -
met1: 2330 / 886 / 24.1
met2: 2030 / 36 / 24.5
met3: 152 / 5 / 2.45
met4: 55 / 0 / 1.64
met5: 0 / - / 0
## power by group through the flow
stage / combinational [mW] / clock [mW] / sequential [mW]
5_1_grt: 0.00892 / 0.251 / 0.262
6_report: 0.00729 / 0.232 / 0.262
4_1_cts: 0.00772 / 0.238 / 0.262
## layout make-up
cell class                      count  area (sq um)  area share [%]
Clock buffer                        8           111            3.23
Sequential cell                    66          1320            38.4
Multi-Input combinational cell    221          1440            41.8
Timing Repair Buffer               41           410            11.9
Tap cell                           72          90.1            2.62
Inverter                           19          71.3            2.07
## cell usage in the layout (no fill, tap or decap), types with 4 or more instances in the layout
| cell | n |
|---|---|
| o21ai_0 | 7 |
| o22ai_1 | 7 |
| dfxtp_1 | 47 |
| inv_1 | 19 |
| dfrtn_1 | 8 |
| dlxtn_1 | 10 |
| clkbuf_8 | 6 |
| clkdlybuf4s50_1 | 41 |
| a21oi_1 | 10 |
| and3_1 | 5 |
| nand4_1 | 12 |
| conb_1 | 24 |
| nand2b_1 | 5 |
| nand2_1 | 28 |
| nor4_1 | 4 |
| xor2_1 | 4 |
| nor2_1 | 21 |
| ha_1 | 19 |
| and4_1 | 5 |
| xnor2_1 | 32 |
| nand3_1 | 11 |
## critical path, delay by kind of cell
kind / cells / cell delay [ns]
latches: 1 / 0.35
compound gates: 2 / 0.27
buf+inv: 2 / 0.99
## path summary, 6_finish.rpt
kind,endpoint,cells after the start
worst max-delay path,player_dot_col[7],5
worst min-delay path,clk_count[17],1
worst max register to register,clk_div,5
worst min register to register,clk_count[17],1
## cell families after synthesis
group | Yosys count | synth area share, %
XOR/XNOR | 36 | 10.7
multiplexers | 1 | 0.339
adder cells (fa/ha/maj) | 19 | 8.05
flip-flops | 56 | 39.6
AND-OR/OR-AND | 28 | 5.38
AND/OR/NAND/NOR | 113 | 21.3
buffers and inverters | 50 | 9.45
other | 1 | 0.127
latches | 10 | 5.08
## flip-flops by register name, indices dropped and copies added, names as in the netlist
name	cells
p.dot_col	5
b.dot_col	5
clk_div	1
b.u_Score.score10	4
b.next_state	2
row_count	3
clk_count	32
b.rightcount	2
b.u_Score.score	4
dot_row	8
## through the flow
step | area, sq um | setup slack, ns | power [mW]
detailed placement | 3330 | 1.42 | 0.276
global placement | 3330 | 1.42 | 0.276
global route | 3440 | 1.34 | 0.522
CTS | 3440 | 1.41 | 0.508
finish | 3440 | 1.44 | 0.501
floorplan | 3040 | 2.52 | 0.278
Power is estimated from default activity; no workload was simulated.
